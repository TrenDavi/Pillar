File: design/flow/design.v
module alu
(
   input wire clk,
   input wire reset,
   input wire [31:0] readd_a_i,
   input wire [31:0] readd_b_i,
   input wire [31:0] readd_pass_i,
   input wire readin_a_i,
   input wire readin_b_i,
   input wire readin_pass_i,
   input wire [2:0] stage_i,
   input wire [31:0] ir_i,
   input wire [4:0] itype_i,
   output reg [31:0] y_o,
   output reg [31:0] pass_o,
   input wire [31:0] pc_i
);
   reg [31:0] a;
   reg [31:0] b;
   reg [31:0] pass;
   always @ (posedge readin_a_i) begin
      if (reset) begin
         a <= 0;
      end
      else begin
         if (readin_a_i) begin
            a <= readd_a_i;
         end
      end
   end
   always @ (posedge readin_b_i) begin
      if (reset) begin
         b <= 0;
      end
      else begin
         if (readin_b_i) begin
            b <= readd_b_i;
         end
      end
   end
   always @ (posedge readin_pass_i) begin
      if (reset) begin
         pass <= 0;
      end
      else begin
         if (readin_pass_i) begin
            pass <= readd_pass_i;
         end
      end
   end
   wire [6:0] r7 = ir_i[31:25];
   wire [2:0] r3 = ir_i[14:12];
   always @ (posedge clk) begin
      if (!reset) begin
         if (stage_i == 3) begin
            if (itype_i == 1) begin
               if (r7 == 7'b0000000 && r3 == 3'b000) begin
                     y_o <= a + b;
               end
               else if (r7 == 7'b0100000 && r3 == 3'b000) begin
                     y_o <= a - b;
               end
               else if (r7 == 7'b0000000 && r3 == 3'b001) begin
                     y_o <= a << b;
               end
               else if (r7 == 7'b0000000 && r3 == 3'b010) begin
                     if (a < b) begin
                        y_o <= 1;
                     end
                     else begin
                        y_o <= 0;
                     end
               end
               else if (r7 == 7'b0000000 && r3 == 3'b011) begin
                     if (a < b) begin
                        y_o <= 1;
                     end
                     else begin
                        y_o <= 0;
                     end
               end
               else if (r7 == 7'b0000000 && r3 == 3'b100) begin
                     y_o <= a ^ b;
               end
               else if (r7 == 7'b0000000 && r3 == 3'b101) begin
                     y_o <= a >> b;
               end
               else if (r7 == 7'b0100000 && r3 == 3'b101) begin
                     y_o <= a >>> b;
               end
               else if (r7 == 7'b0000000 && r3 == 3'b110) begin
                     y_o <= a | b;
               end
               else if (r7 == 7'b0000000 && r3 == 3'b111) begin
                     y_o <= a & b;
               end
            end
            else if (itype_i == 2) begin
               if (r3 == 3'b000) begin
                     y_o <= a + b;
               end
               else if (r3 == 3'b010) begin
                     if (a < b) begin
                        y_o <= 1;
                     end
                     else begin
                        y_o <= 0;
                     end
               end
               else if (r3 == 3'b011) begin
                     if (a < b) begin
                        y_o <= 1;
                     end
                     else begin
                        y_o <= 0;
                     end
               end
               else if (r3 == 3'b100) begin
                     y_o <= a ^ b;
               end
               else if (r3 == 3'b110) begin
                     y_o <= a | b;
               end
               else if (r3 == 3'b111) begin
                     y_o <= a & b;
               end
               else if (r7 == 7'b0000000 && r3 == 3'b001) begin
                     y_o <= a << b;
               end
               else if (r7 == 7'b0000000 && r3 == 3'b101) begin
                     y_o <= a >> b;
               end
               else if (r7 == 7'b0100000 && r3 == 3'b101) begin
                     y_o <= a >>> b;
               end
            end
            else if (itype_i == 3) begin
               y_o <= a + b;
               pass_o <= pass;
            end
            else if (itype_i == 6) begin
               if (r3 == 3'b000) begin
                  if (a == b) begin
                     y_o <= pass;
                  end
                  else
                     y_o <= 4;
               end
               if (r3 == 3'b001) begin
                  if ((a - b) != 0) begin
                     y_o <= pass;
                  end
                  else
                     y_o <= 4;
               end
               if (r3 == 3'b100) begin
                  if (a < b) begin
                     y_o <= pass;
                  end
                  else begin
                     y_o <= 4;
                  end
               end
               if (r3 == 3'b101) begin
                  if (a >= b) begin
                     y_o <= pass;
                  end
                  else
                     y_o <= 4;
               end
               if (r3 == 3'b110) begin
                  if (a < b) begin
                     y_o <= pass;
                  end
                  else
                     y_o <= 4;
               end
               if (r3 == 3'b111) begin
                  if (a > b) begin
                     y_o <= pass;
                  end
                  else
                     y_o <= 4;
               end
            end
            else if (itype_i == 4) begin
               y_o <= a;
            end
            else if (itype_i == 5) begin
               y_o <= a + b;
            end
            else if (itype_i == 9) begin
               y_o <= a;
            end
         end
      end
   end
   initial begin
      a = 0;
      b = 0;
      pass = 0;
      y_o = 0;
      pass_o = 0;
   end
endmodule
File: design/flow/run.sh
#!/bin/bash
# OpenROAD 26Q1-2900-gdf79404cd8, Yosys 0.63+post, stock flow scripts
make -C /OpenROAD-flow-scripts/flow DESIGN_CONFIG=/design/flow/config.mk WORK_HOME=/design/flow/orfs finish
File: design/flow/config.mk
export PLATFORM = sky130hd
export DESIGN_NAME = alu
export DESIGN_NICKNAME = alu
export VERILOG_FILES = /design/flow/design.v
export SDC_FILE = /design/flow/constraint.sdc
export NUM_CORES = 4
export LEC_CHECK = 1
export CORE_UTILIZATION = 50
File: design/flow/constraint.sdc
current_design alu

set clk_period 15.9
set clk_io_pct 0.2

create_clock -name clk0 -period $clk_period [get_ports {clk}]
create_clock -name clk1 -period $clk_period [get_ports {readin_a_i}]
create_clock -name clk2 -period $clk_period [get_ports {readin_b_i}]
create_clock -name clk3 -period $clk_period [get_ports {readin_pass_i}]

set non_clock_inputs [all_inputs -no_clocks]
set_input_delay [expr $clk_period * $clk_io_pct] -clock clk0 $non_clock_inputs
set_output_delay [expr $clk_period * $clk_io_pct] -clock clk0 [all_outputs]
==> run_results.csv <==
group,metric,value,unit
clocking,clkTransAtPathRegs,0.06,ns
worst_setup_path,crit_type,"clk2reg",
synth,top_area_cell,"dfxtp_1",
synth,dominantRegCellSynth,"dfxtp_1",
power,power.share.clock,26.4,%
power,p_switching,2.940,mW
synth,synthTopLogicFamily,"AND-OR/OR-AND gates",
layout,drive_above_1_share,10.60,%
synth,edf_count,64,
synth,ys.flops,160,
routing,drc,0,
place,port_buffers,179,
routing,firstDrtPassIters,12,
final_timing,relSlewSlack,26.53,%
die,row_count,70,
synth,syn_avg_cell_area,7.506,sq um
routing,drtIter0Drc,3669,
layout,area_delta_synth_final,21.33,%
layout,final_util,61.54,%
final_timing,drv_slew,0,
layout,fin_area,22530,sq um
routing,vias_per_cell,7.365,
synth,yosysSeqAreaShare,20.70,%
final_timing,fin_ws,7.441,ns
synth,synth-simple-area-share,20.33,%
global_route,antenna_found_initial,10,
layout,fill_cells,3003,
synth,synth.most_common_cell,"nor2_1",
run_status,status,"finished clean",
synth,ys_chip_area,18570,sq um
global_route,overflow,0,
synth,synthTopCellsByCount,"360 x nor2_1, 213 x a21oi_1, 187 x nand2_1",
final_timing,setup_violations,0,
routing,wirelength,99.37,mm
synth,yosysWarnings,1,
flow_run,maxCapViolCount,0,
clocking,cts_setup_buffers,0,
worst_setup_path,critical_path_required,16.16,ns
synth,yosys-mux-area-fraction,15.26,%
worst_setup_path,cpLargestDelayFamily,"buffers and inverters",
worst_setup_path,path_common_cell,"clkbuf_16",
worst_setup_path,cp-end-kind,"flip-flop",
die,die_h,194.7,um
routing,routedWlPerCell,32.44,um
synth,ys_sh_xor,2.641,%
synth,synthArstFlopShare,0,%
clocking,holdBufCountCts,0,
worst_setup_path,slowest_delay,0.25,ns
power,cellLeakagePower,8.500,nW
synth,ys_sh_adder,6.738,%
final_timing,tightest_slew,1.102,ns
synth,yosysUniqueCellTypes,94,
die,dieArea,37910,sq um
place,gp_congestion,1.173,
clocking,post_cts_resized,0,
power,p_int,2.554,mW
global_route,grt_max_degree,66,
power,seqPwrFrac,13.1,%
flow_run,warnings,337,
synth,synth_top_area_share,10.35,%
worst_setup_path,cp.arrival,8.72,ns
final_timing,rsz0062_at_grt,"false",
synth,ys_cells,2474,
synth,topCellsByArea,"dfxtp_1 10%, edfxtp_1 10%, mux2i_1 8.4%",
final_timing,finalHoldViolCount,0,
power,p_per_area,243.9,nW/um^2
place,place_ws,7.642,ns
power,ir_drop,0.1902,mV
worst_setup_path,cpMaxStageDelayCell,"mux2i_1",
routing,drtAntennaViolNets,0,
worst_setup_path,cp_max_fo,4,
place,dpl.hpwl,70.80,mm
final_timing,clock_skew,0,ns
synth,netlist_area,18570,sq um
power,p_comb_share,60.4,%
die,die_w,194.7,um
worst_setup_path,path_cells,"clkbuf_16, clkbuf_16, clkbuf_16, mux2i_1, nor2_1",
die,initial_utilization,50.72,%
worst_setup_path,critPathLaunchType,"clock port",
global_route,grt_pass1_vias,21810,
power,swShare,53.50,%
clocking,cts_tree,"yes",
routing,vias,22560,
die,placeableCoreArea,36610,sq um
place,dpl_cell_area,20780,sq um
die,ios,237,
worst_setup_path,critPathBufInv,3,
min_path,hp-class,"clk2reg",
synth,ys_sh_aoi,27.46,%
synth,synthCells,2474,
global_route,gr-usage-all-layers,53.40,%
global_route,grt_pass1_wl,141.1,mm
final_timing,fin_setup_tns,0,ns
-- layer usage --
metal,routed length (um),vias to the layer above,GRT usage [%]
li1,-,9393,-
met1,34490,10340,66.73
met2,38340,2233,69.64
met3,17690,580,30.36
met4,8755,16,36.77
met5,100,-,0
-- logic make-up (layout without fill, tap and decap cells) --
family,count (synthesis),in the layout
xor gates and xnor gates,56,56
AOI/OAI and AO/OA,779,779
DFF,160,160
buffers and inverters,332,452
adders and majority gates,99,99
and+or+nand+nor,831,831
muxes,217,217
other,0,1
-- worst paths after layout --
check / start / end / slack (ns) / depth (start not counted)
hold / removal: readin_a_i / a[14] / 0.17 / 5
min in group clk2: readin_b_i / b[16] / 0.18 / 5
max in group clk1: readin_a_i / a[2] / 7.53 / 5
min in group clk3: readin_pass_i / pass[21] / 0.17 / 5
setup reg to reg: b[4] / y_o[4] / 9.22 / 14
min in group clk0: pass[13] / pass_o[13] / 0.52 / 0
max in group clk0: ir_i[12] / y_o[3] / 7.63 / 13
hold reg to reg: pass[13] / pass_o[13] / 0.52 / 0
max in group clk2: readin_b_i / b[0] / 7.55 / 5
setup / recovery: readin_pass_i / pass[22] / 7.44 / 5
-- per-stage QoR --
step | hold slack, ns | total power, mW | cells
6_report | 0.1733 | 5.494 | 3063
3_3_place_gp | 0.1503 | 3.967 | 2986
3_5_place_dp | 0.1503 | 3.994 | 2986
5_1_grt | 0.1854 | 5.642 | 3062
2_1_floorplan | 0.3734 | 3.003 | 2474
4_1_cts | 0.1828 | 5.260 | 3062
-- power groups by stage --
stage / sequential (mW) / combinational, mW / clock (mW)
4_1_cts: 0.706 / 3.08 / 1.48
5_1_grt: 0.725 / 3.40 / 1.52
6_report: 0.721 / 3.32 / 1.45
-- cell usage in the layout, fill, tap and decap left out, drive strengths merged, types with 14 or more instances in the layout --
| cell | synthesis | layout |
|---|---|---|
| a22oi | 18 | 18 |
| ha | 96 | 96 |
| o22ai | 41 | 41 |
| dfxtp | 96 | 96 |
| buf | 52 | 94 |
| a21oi | 213 | 213 |
| inv | 101 | 104 |
| nor4 | 37 | 37 |
| a31oi | 39 | 39 |
| a221oi | 32 | 32 |
| nor2 | 361 | 361 |
| o211ai | 32 | 32 |
| a221o | 15 | 15 |
| and3 | 17 | 17 |
| nor3 | 76 | 76 |
| nand3 | 44 | 44 |
| or3 | 16 | 16 |
| nand2b | 15 | 15 |
| o31ai | 14 | 14 |
| mux2i | 156 | 156 |
| edfxtp | 64 | 64 |
| o21ai | 161 | 161 |
| mux4 | 52 | 52 |
| xnor2 | 48 | 48 |
| clkbuf | 174 | 61 |
| nand2 | 187 | 187 |
| a211oi | 64 | 64 |
| clkdlybuf4s50 | 0 | 176 |
| nor2b | 19 | 19 |
-- cell type report --
type | count | area, sq um | area share [%]
Tap cell | 468 | 585.6 | 2.599
Timing Repair Buffer | 270 | 2462 | 10.93
Antenna cell | 1 | 2.502 | 0.01111
Sequential cell | 160 | 3850 | 17.09
Clock buffer | 61 | 1505 | 6.681
Inverter | 106 | 397.9 | 1.766
Clock inverter | 15 | 245.2 | 1.089
Multi-Input combinational cell | 1982 | 13480 | 59.84
-- registers in the layout, indices dropped and copies added (netlist names) --
signal and flops:
pass 32, pass_o 32, a 32, y_o 32, b 32
-- worst reg2reg max path: cells and delay by family, from the launching register on --
kind | cells | cell delay [ns]
adders and majority gates | 1 | 0.60
and+or+nand+nor | 7 | 1.91
AOI/OAI and AO/OA | 4 | 2.78
DFF | 1 | 0.31
buffers and inverters | 2 | 0.62
Power is estimated from default activity; no workload was simulated.
