### flow/run.sh
#!/bin/bash
# OpenROAD 26Q1-2900-gdf79404cd8, Yosys 0.63+post, stock flow scripts
make -C /OpenROAD-flow-scripts/flow DESIGN_CONFIG=/design/flow/config.mk WORK_HOME=/design/flow/orfs finish
### flow/config.mk
export PLATFORM = sky130hd
export DESIGN_NAME = control
export DESIGN_NICKNAME = control
export VERILOG_FILES = /design/flow/design.v
export SDC_FILE = /design/flow/constraint.sdc
export NUM_CORES = 4
export LEC_CHECK = 1
export CORE_AREA = 10 10 70 70
export DIE_AREA = 0 0 80 80
### flow/constraint.sdc
current_design control

set clk_period 1.0
set clk_io_pct 0.2

create_clock -name clk0 -period $clk_period [get_ports {clk}]

set non_clock_inputs [all_inputs -no_clocks]
set_input_delay [expr $clk_period * $clk_io_pct] -clock clk0 $non_clock_inputs
set_output_delay [expr $clk_period * $clk_io_pct] -clock clk0 [all_outputs]
### flow/design.v
module control
(
   input wire clk, 
   input wire reset,
   output wire [2:0] stage_o,
   output reg we_o,
   output reg [31:0] addr_o,
   input wire [31:0] data_i,
   output reg pc_readin_o,
   input wire [31:0] pc_i,
   output wire [31:0] ir_o,
   output reg readin_a_o,
   output reg readin_b_o,
   output reg readin_pass_o,
   input wire [4:0] itype_i,
   output reg mem_we_o,
   output reg wd_q_o,
   output reg wd_q_readin_o
);
   reg [31:0] ir; 
   assign ir_o = ir;
   reg ir_readin_o;
   counter stage (
           .clk (clk),
           .reset (reset),
           .out (stage_o));
   always @ (posedge ir_readin_o) begin
      ir = data_i;
   end
   always @ (posedge clk) begin
      if (!reset) begin
         if(stage_o == 1) begin
            wd_q_readin_o <= 0;
            wd_q_o <= 0;
            pc_readin_o <= 0;
            addr_o <= pc_i;
            ir_readin_o <= 1;
         end
         else if(stage_o == 2) begin
            ir_readin_o <= 0;
            if (itype_i == 1) begin
               readin_a_o <= 1;
               readin_b_o <= 1;
               readin_pass_o <= 0;
            end
            else if (itype_i == 2) begin
               readin_a_o <= 1;
               readin_b_o <= 1;
               readin_pass_o <= 0;
            end
            else if (itype_i == 3) begin
               readin_a_o <= 1;
               readin_b_o <= 1;
               readin_pass_o <= 1;
            end
            else if (itype_i == 6) begin
               readin_a_o <= 1;
               readin_b_o <= 1;
               readin_pass_o <= 1;
            end
            else if (itype_i == 4) begin
               readin_a_o <= 1;
               readin_b_o <= 0;
               readin_pass_o <= 0;
            end
            else if (itype_i == 5) begin
               readin_a_o <= 1;
               readin_b_o <= 1;
               readin_pass_o <= 0;
            end
            else if (itype_i == 8) begin
               readin_a_o <= 0;
               readin_b_o <= 0;
               readin_pass_o <= 0;
            end
            else if (itype_i == 9) begin
               readin_a_o <= 1;
               readin_b_o <= 0;
               readin_pass_o <= 0;
            end
            else begin
               readin_a_o <= 0;
               readin_b_o <= 0;
               readin_pass_o <= 0;
            end
         end
         else if(stage_o == 3) begin
            readin_a_o <= 0;
            readin_b_o <= 0;
            readin_pass_o <= 0;
         end
         else if(stage_o == 4) begin
            if (itype_i == 1 || itype_i == 2
               || itype_i == 4 || itype_i == 5
               || itype_i == 8 ||  itype_i == 9) begin
               wd_q_readin_o <= 1;
            end
            if (itype_i == 3) begin
               mem_we_o <= 1;
            end
         end
         else if(stage_o == 5) begin
            mem_we_o <= 0;
            wd_q_readin_o <= 0;
            if (itype_i == 1 || itype_i == 2
               || itype_i == 4 || itype_i == 5
               || itype_i == 7 || itype_i == 8
               || itype_i == 9) begin
               wd_q_o <= 1;
            end
            pc_readin_o <= 1;
         end
      end
   end
   always @ (reset) begin
      we_o <= 0;
      addr_o <= 0;
      pc_readin_o = 1;
      ir_readin_o = 0;
      ir = 0;
      addr_o = 0;
      readin_a_o = 0;
      readin_b_o = 0;
      readin_pass_o = 0;
      wd_q_o = 0;
      wd_q_readin_o = 0;
      mem_we_o = 0;
   end
   initial begin
      pc_readin_o = 1;
      ir_readin_o = 0;
      ir = 0;
      addr_o = 0;
      readin_a_o = 0;
      readin_b_o = 0;
      readin_pass_o = 0;
      wd_q_o = 0;
      wd_q_readin_o = 0;
      mem_we_o = 0;
   end
endmodule
module counter
(
   input clk,
   input reset,
   output wire [2:0] out
);
   reg [2:0] b;
   always @ (posedge clk) begin
      if (!reset)
         if (b != 5)
	         b <= b + 1;
         else
            b <= 1;
      else 
         b <= 0;
   end
   assign out = b;
endmodule
==> results.txt <==
The run has ended; figures from its reports follow.

The flow ran to the end, but the final reports show violations. The checks that failed: negative setup slack. Summing the areas of all and, or, nand and nor instances in the mapped netlist gives 2.79% of the synthesized area. The width of the chip came out at 80 um. Setup repair after global routing could not meet its margin everywhere. Multiplexer cells account for 0% of the synthesized area. The number of H-tree levels is 1. The maximum operating frequency is 858 MHz. The final estimated routing congestion in global placement came out at 0.631. The number of vias per cell came out at 2.19. The cell count of the worst reg-to-reg path is 4. The final layout report lists a filler cell count of 398. The setup skew after layout came out at 0.000928 ns. The initial antenna violation count came out at 0. The half-perimeter wire length after placement is 1140 um.

By area, the combinational part of the netlist is dominated by buffers and inverters. The synthesized netlist cell count is 86. The sequential cell area fraction in the yosys report is 8.92%.

A synthesized cell averages 7.83 um^2. The number of buffers inserted by port buffering is 4. Global routing used 2.85% of the available tracks across all layers. In this run the VDD rail shows a maximum IR drop of 196 uV. Per the synthesis report, the XOR/XNOR share of the synthesized area is 0%. The relative area change from synthesis to final layout came out at -11.0%. The count of boundary I/O pins came out at 146.

Per the cell usage report, the commonest logic cells after layout are conb_1 (72), clkbuf_4 (3), buf_4 (3), dfxtp_2 (3). The first global-routing pass estimated 1600 um of wire. The number of global-route vias before repair came to 395.

After floorplanning, the core was divided into 21 placement rows. The delay contributed by the slowest stage of the critical path is 0.38 ns. The yosys cell count is 86. STA lists the endpoint of the worst register-to-register path as stage.b[2].

The hold-critical path depth came out at 2. Yosys mapped the design onto 10 distinct sky130hd cell types. The count of final setup violators came out at 1. The share of the clock period used by the worst path is 117%.

The minimum clock period after layout is 1.17 ns. The flip-flop count of the largest register, all copies and words added is 3. The final design instance area without fill is 599 um^2.

The largest register by flop count is stage.b. The most frequent logic cell in the layout is conb_1. The initial cell density of the core is 19.7%. The final standard cell count with taps included and fillers excluded came out at 143.

STA classifies the critical path endpoint as a register. The insertion delay of the later-clocked pin in the worst-skew pair came out at 0.23 ns. Among all stages on the critical path, the largest delay is contributed by or3b_1.

Per STA, the worst path is made up of buf_6 > ha_4 > or3b_1 > a21oi_2. The startpoint of the most critical register-to-register path is stage.b[1]. The number of buffer and inverter instances along the worst setup path is 1. The clock net sink count is 3.

The tool warning count for the run is 98. During synthesis, Yosys emitted a total of 2 warnings. TritonCTS built the clock tree. The largest driver fanout on the critical path came out at 3. The buffer depth of the longest clock path came out at 2. The number of diodes is 0. The core region is 3420 um^2. In this run the worst hold path is classified as reg2reg. The area taken by sequential standard cells is reported as 63.8 um^2. The number of buffers added by the clock tree synthesis step came out at 3. The fraction of final layout cells sized beyond drive strength 1 is 15.5%.

The tightest hold path in the finished design has a slack of 0.536 ns. The per-cell routed wire length is 8.87 um. The area of combinational cells with multiple inputs came out at 365 um^2.

Once routing completed, OpenROAD measured the worst setup slack at -0.165 ns. The path with the worst hold slack has its endpoint at stage.b[0]. The number of maximum-capacitance violations is 0. The area share of the leading cell type in the synthesized netlist is 80.3%. The clock edge transition at the registers on the reported setup and hold paths is 0.04 ns. The count of placed standard cells including taps is 136. The total congestion overflow after global routing is 0. The area of placed instances is 514 um^2.

The internal reg-to-reg setup slack is -0.17 ns. The synthesis stat section lists a flop and latch total of 3. The number of hold-repair buffers added at the cts stage is 0. The cell area power density is 767 nW/um^2. The first TritonRoute pass finished after 2 iterations. The number of nets with antenna violations after routing is 0. In this run the most critical hold path is launched from stage.b[0]. The height of the die is 80 um. The required time reported for the critical path endpoint came out at 1.16 ns. The compound-cell area share of the yosys netlist is 2.60%. The family of cells with the greatest summed delay on the critical path is simple AND/OR/NAND/NOR gates. Summed over all cells, the static leakage comes to 0.351 nW.

The pin count of the biggest net entering global routing came out at 4. The final hold violation count is 0. Per the CTS log, the root buffer master is clkbuf_4. The area fraction in full adders, half adders and majority gates is 3.72%.

The critical path data arrival time came out at 1.32 ns. The worst setup path is launched from a register. The number of violations reported at the end of detailed-routing iteration 0 came out at 6. The total number of vias came out at 313.

The cell area that synthesis handed to floorplanning was 673 um^2. The path type of the worst setup path is reg2reg. For reference, the final report shows the max-slew violation count at 0. The chip area from the yosys synthesis statistics is 673 um^2.

buf_4 takes more of the synthesized area than any other cell. The detailed-route DRC error count came out at 0. The chip area came out at 6400 um^2. By area the synthesized netlist is led by buf_4 (80%), dfxtp_1 (8.9%), ha_1 (3.7%). The final wirelength came out at 1270 um. The registers reported with the highest flop counts are stage.b: 3 flops.
report_power, final:
group          internal (W)  total (W)  switching [W]
registers          0.000133   0.000140     0.00000719
clock network      0.000149   0.000211      0.0000616
logic             0.0000570   0.000109      0.0000516
total              0.000339   0.000460       0.000120
through the flow:
stage                     setup TNS [ns]  setup slack (ns)  total power [W]  util [%]
final                             -0.165            -0.165         0.000460      17.5
after floorplan                  -0.0133           -0.0133         0.000358         -
after global routing              -0.204            -0.204         0.000498      17.5
after detailed placement          -0.175           -0.0948         0.000222      15.1
after CTS                         -0.158            -0.158         0.000476      17.5
after global placement            -0.156           -0.0772         0.000223      15.1
worst max path at each step:
stage	start	to	slack, ns	depth (start not counted)
after CTS	stage.b[1]	stage.b[2]	-0.16	4
after global routing	stage.b[0]	stage.b[2]	-0.20	4
final	stage.b[1]	stage.b[2]	-0.17	4
cells in the mapped netlist:
library cell,count
a211oi_1,1
buf_4,72
or3b_1,1
conb_1,2
nand2b_1,1
a21oi_1,2
dfxtp_1,3
nand2_1,1
inv_1,1
ha_1,2
cell type report:
type | count | area share [%]
multi-input combinational | 80 | 61.0
timing repair buffer | 9 | 13.8
sequential | 3 | 10.6
tap | 46 | 9.60
clock buffer | 4 | 4.38
inverter | 1 | 0.626
worst register-to-register path, cell delays in order, from the launching register on:
cell and delay [ns]:
dfxtp_2 0.32, buf_6 0.11, ha_4 0.14, or3b_1 0.38, a21oi_2 0.13
kinds of logic after synthesis:
logic type / after synthesis
compound gates: 3
fa+ha+maj: 2
buf+inv: 73
flops: 3
other cells: 2
simple gates: 3
routing by layer:
metal	GRT usage, %	vias to the layer above	wire, um
met5	0	-	0
li1	-	139	-
met4	1.06	0	0
met1	2.66	134	428
met2	5.70	40	700
met3	0.682	0	140
repair_timing:
action / 4_1_cts / 5_1_grt
setup buffers: 3 / 0
setup endpoints to repair: 5 / 2
pin swaps: 1 / 0
gates resized: 11 / 1
cloned: 0 / 0
Power and IR drop assume default switching activity.
