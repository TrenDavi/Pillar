File: ./config.mk
export PLATFORM = sky130hd
export DESIGN_NAME = fetch
export DESIGN_NICKNAME = fetch
export VERILOG_FILES = /design/flow/design.v
export SDC_FILE = /design/flow/constraint.sdc
export NUM_CORES = 4
export LEC_CHECK = 1
export CORE_AREA = 10 10 102 102
export DIE_AREA = 0 0 112 112
File: ./constraint.sdc
current_design fetch

set clk_period 1.0
set clk_io_pct 0.2

create_clock -name clk0 -period $clk_period [get_ports {pc_readin}]
create_clock -name clk1 -period $clk_period [get_ports {reset}]

set non_clock_inputs [all_inputs -no_clocks]
set_input_delay [expr $clk_period * $clk_io_pct] -clock clk0 $non_clock_inputs
set_output_delay [expr $clk_period * $clk_io_pct] -clock clk0 [all_outputs]
File: ./design.v
module fetch
(
   input wire clk,
   input wire reset,
   input wire [31:0] data_i,
   input wire pc_readin,
   input wire [31:0] pc_wd_i,
   output wire [31:0] pc_o
);
   reg [31:0] pc;  
   always @ (negedge reset) begin
      pc <= data_i;
   end   
   always @ (posedge pc_readin) begin
      pc <= pc_wd_i;
   end
   assign pc_o = pc;
   initial begin
      pc = 0;
   end
endmodule
File: ./run.sh
#!/bin/bash
# OpenROAD 26Q1-2900-gdf79404cd8, Yosys 0.63+post, stock flow scripts
make -C /OpenROAD-flow-scripts/flow DESIGN_CONFIG=/design/flow/config.mk WORK_HOME=/design/flow/orfs finish
==> summary.txt <==
yosys + openroad results -> status=stopped before the end, Largest cells by area=dfxtp_1 (100%), inv_1 (0.29%), Synthesized registers=64, register share after synthesis=99.71%, # Cells Yosys=65, Synth top area share=99.71%, leading area contributor after synthesis=dfxtp_1, Cell Type Count=2, Synth Warn #=1, Stopped at=1_2_yosys, YS chip area=1285 sq um, Error=ERROR: Found 32 problems in 'check -assert'.
-- synth_stat cells (all sizes together) --
cell type and number:
inv 1, dfxtp 64
-- cells by family after synthesis --
logic type / after synthesis / synth area share (%)
flops: 64 / 99.71
buf+inv: 1 / 0.2918
